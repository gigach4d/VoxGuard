### ./config.mk
export PLATFORM = sky130hd
export DESIGN_NAME = encrypt_decrypt
export DESIGN_NICKNAME = encrypt_decrypt
export VERILOG_FILES = /design/flow/design.v
export SDC_FILE = /design/flow/constraint.sdc
export NUM_CORES = 4
export LEC_CHECK = 1
export CORE_AREA = 10 10 70 70
export DIE_AREA = 0 0 80 80
### ./constraint.sdc
current_design encrypt_decrypt

set clk_period 1.0
set clk_io_pct 0.2

create_clock -name clk0 -period $clk_period

set non_clock_inputs [all_inputs -no_clocks]
set_input_delay [expr $clk_period * $clk_io_pct] -clock clk0 $non_clock_inputs
set_output_delay [expr $clk_period * $clk_io_pct] -clock clk0 [all_outputs]
### ./design.v
module encrypt_decrypt (
    input  logic [15:0] data_in,
    input  logic [31:0] key_in,
    output logic [15:0] data_out
);
    assign data_out = data_in ^ key_in[31:16];
endmodule
### ./run.sh
#!/bin/bash
# OpenROAD 26Q1-2900-gdf79404cd8, Yosys 0.63+post, stock flow scripts
make -C /OpenROAD-flow-scripts/flow DESIGN_CONFIG=/design/flow/config.mk WORK_HOME=/design/flow/orfs finish
==> results.sh <==
# source this file to load flow results
export IMPL_cts_hold_buf=0
export IMPL_antennaDiodeCount=0
export IMPL_hold_path_class="input port to primary output"
export IMPL_die_w_um=80
export IMPL_slew_headroom_pct=91.06
export IMPL_ys_cells=16
export IMPL_clkbuf_count=0
export IMPL_cts_setup_buffers=0
export IMPL_yosysMostFrequentCell="xor2_1"
export IMPL_hpwl_um=1283
export IMPL_area_growth_pct=302.7
export IMPL_cts_resized=86
export IMPL_seq_cells=0
export IMPL_yosys_warnings=0
export IMPL_io_pins=64
export IMPL_core_area_sq_um=3416
export IMPL_design_area_sq_um=564.3
export IMPL_leakage_uw=0.0002996
export IMPL_ys_top_cells_by_count="16 x xor2_1"
export IMPL_io_buffers=48
export IMPL_regArea_sq_um=0
export IMPL_path_class="input port to primary output"
export IMPL_crit_path_start_kind="input port"
export IMPL_tightest_slew_ns=0.1336
export IMPL_crit_slowest_cell="dlygate4sd2_1"
export IMPL_timing_hold_ws_ns=0.7605
export IMPL_p_int_uw=132.0
export IMPL_area_leaders="xor2_1 100%"
export IMPL_via_per_inst=2.545
export IMPL_clock_power_share_pct=0
export IMPL_grt_pass1_vias=313
export IMPL_finalHoldViolations=0
export IMPL_netlist_instances=16
export IMPL_netlist_area_sq_um=140.1
export IMPL_grt_pass1_wl_um=1842
export IMPL_fin_crit_sh_pct=95.73
export IMPL_slowest_delay_ns=0.23
export IMPL_num_vias=280
export IMPL_ys_area_sq_um=140.1
export IMPL_synth_seq_area_share_pct=0
export IMPL_finalMaxSlewViolations=0
export IMPL_antenna_found_initial=0
export IMPL_drtPass1Iterations=2
export IMPL_top_area_share_pct=100.0
export IMPL_drtAntennaViolNets=0
export IMPL_powerDensity_nw_per_um2=347.7
export IMPL_chip_area_sq_um=6400
export IMPL_dpl_cell_area_sq_um=678.2
export IMPL_tool_warnings=48
export IMPL_drc_errors=0
export IMPL_seqPwrFrac_pct=0
export IMPL_drive_gt1_share_pct=23.44
export IMPL_worstPathArrival_ns=0.76
export IMPL_rsz0062_at_grt="no"
export IMPL_switching_share_pct=32.72
export IMPL_p_sw_uw=64.18
export IMPL_grt_max_degree=2
export IMPL_cp_cell_sequence="clkdlybuf4s15_1, xor2_1, dlygate4sd2_1"
export IMPL_combPwrFrac_pct=100.0
export IMPL_globalRoute_totalOverflow=0
export IMPL_synth_area_leader_cell="xor2_1"
export IMPL_routed_wl_um=1332
export IMPL_grt_total_usage_pct=3.764
export IMPL_worstPathRequired_ns=0.80
export IMPL_synth_cell_type_count=1
export IMPL_fmax_mhz=1045
export IMPL_place_gp_congestion=0.7418
export IMPL_drtIter0Drc=1
export IMPL_detail_route_wl_per_cell_um=12.11
export IMPL_critical_path_max_fanout=1
export IMPL_die_size_y_um=80
export IMPL_core_rowCount=21
export IMPL_finalCriticalPeriod_ns=0.9573
export IMPL_max_cap_viol_count=0
export IMPL_core_util_floorplan_pct=4.103
export IMPL_outcome="completed"
export IMPL_finalSetupViolCount=0
export IMPL_max_vdd_ir_drop_mv=0.05708
export IMPL_synth_avg_cell_area_sq_um=8.758
export IMPL_endpoint_kind="primary output"
metrics by stage:
step	TNS, ns	instances	util [%]	power [uW]	worst slack [ns]
final	0	110	16.52	196.2	0.04267
after global routing	0	110	16.52	221.5	0.007813
after CTS	0	110	16.52	204.2	0.03535
after detailed placement	-8.530	110	19.85	312.3	-0.5961
after global placement	-8.469	110	19.85	311.7	-0.5718
after floorplan	0	16	-	26.59	0.4807
final timing paths:
kind  startpoint     endpoint  cells after the start
max   data_in[1]  data_out[1]                      3
min   key_in[22]  data_out[6]                      3
per-layer routing:
metal	wire length [um]	track usage (%)	vias up
met1	656	5.339	106
met4	0	0	0
li1	-	-	144
met2	507	5.778	30
met3	168	1.136	0
met5	0	0	-
cell families after synthesis:
family                    after synthesis  synth area share, %
xor gates and xnor gates               16                100.0
area by class of cell:
cell class	count	area, sq um
Fill cell	411	2851
Timing Repair Buffer	48	366.6
Multi-Input combinational cell	16	140.1
Tap cell	46	57.56
power groups by stage:
stage         Combinational [uW]  Sequential [uW]  Clock [uW]
global route                 222                0           0
finish                       196                0           0
CTS                          204                0           0
worst max-delay path: cells and delay by family:
family | cells | cell delay, ns
buffers and inverters | 2 | 0.41
xor gates and xnor gates | 1 | 0.15
cell usage in the layout, fill, tap and decap left out, drive strengths merged:
cell,synthesis,final
xor2,16,16
dlygate4sd2,0,31
clkdlybuf4s15,0,2
buf,0,15
Power and IR drop assume default switching activity.
