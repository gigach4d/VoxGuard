$ cat run.sh
#!/bin/bash
# OpenROAD 26Q1-2900-gdf79404cd8, Yosys 0.63+post, stock flow scripts
make -C /OpenROAD-flow-scripts/flow DESIGN_CONFIG=/design/flow/config.mk WORK_HOME=/design/flow/orfs finish
$ cat design.v
module spi_master #(
    parameter CLK_DIV = 4  
) (
    input logic clk,
    input logic rst,
    input logic start_tx,        
    input logic [7:0] data_in,   
    output logic [7:0] data_out,  
    output logic busy,           
    output logic spi_sclk,
    output logic spi_mosi,
    input  logic spi_miso
);
    typedef enum {IDLE, TRANSFER, DONE} state_t;
    state_t state;
    logic [7:0] tx_reg, rx_reg;
    logic [$clog2(CLK_DIV):0] clk_counter;
    logic [3:0] bit_counter;
    assign busy = (state != IDLE);
    assign data_out = rx_reg;
    always_ff @(posedge clk) begin
        if (rst) begin
            state <= IDLE;
            spi_sclk <= 1'b1;
            clk_counter <= '0;
            bit_counter <= '0;
            tx_reg <= '0;
            rx_reg <= '0;
        end else begin
            case (state)
                IDLE: begin
                    spi_sclk <= 1'b1;
                    if (start_tx) begin
                        tx_reg <= data_in;
                        state <= TRANSFER;
                        clk_counter <= '0;
                        bit_counter <= '0;
                    end
                end
                TRANSFER: begin
                    if (clk_counter == CLK_DIV - 1) begin
                        clk_counter <= '0;
                        spi_sclk <= ~spi_sclk;
                        if (spi_sclk) begin
                             if (bit_counter < 8) begin
                                tx_reg <= tx_reg << 1;
                                rx_reg <= {rx_reg[6:0], spi_miso};
                                bit_counter <= bit_counter + 1;
                             end else begin
                                state <= DONE;
                             end
                        end
                    end else begin
                        clk_counter <= clk_counter + 1;
                    end
                end
                DONE: begin
                    state <= IDLE;
                end
            endcase
        end
    end
    assign spi_mosi = tx_reg[7];
endmodule
$ cat config.mk
export PLATFORM = sky130hd
export DESIGN_NAME = spi_master
export DESIGN_NICKNAME = spi_master
export VERILOG_FILES = /design/flow/design.v
export SDC_FILE = /design/flow/constraint.sdc
export NUM_CORES = 4
export LEC_CHECK = 1
export CORE_AREA = 10 10 88 88
export DIE_AREA = 0 0 98 98
$ cat constraint.sdc
current_design spi_master

set clk_period 3.3
set clk_io_pct 0.2

create_clock -name clk0 -period $clk_period [get_ports {clk}]

set non_clock_inputs [all_inputs -no_clocks]
set_input_delay [expr $clk_period * $clk_io_pct] -clock clk0 $non_clock_inputs
set_output_delay [expr $clk_period * $clk_io_pct] -clock clk0 [all_outputs]
==> flow_metrics.py <==
# Generated from Yosys and OpenROAD reports
metrics = {
    "synthesis": {
        "yosysMostFrequentCell": "dfxtp_1",
        "synth_area_mm2": 0.00126,
        "synth_cell_types": 29,
        "area_leaders": "dfxtp_1 (41%), mux2i_1 (12%), a211oi_2 (6.9%)",
        "ff_type": "dfxtp_1",
        "top_area_frac": 0.412,
        "yosys.area.top_type": "dfxtp_1",
        "ys_cells": 127,
        "yosysWarnings": 1,
        "ys_async_sr_fraction": 0,
        "yosysSeqAreaShare": 0.412,
        "ys_top_cells_by_count": "dfxtp_1 (26), nor2_1 (18), mux2i_1 (15)",
        "synthCells": 127,
        "synth-edff-count": 0,
        "synth_flop_count": 26,
        "ys_chip_area_mm2": 0.00126,
        "avgSynthCellArea_um2": 9.95,
    },
    "worst_setup_path": {
        "worstPathCellList": "inv_1, ha_1, inv_1, clkdlybuf4s50_1",
        "cpPeakStageDelay_ns": 0.46,
        "cp.required_ns": 2.64,
        "cp_slowest_cell": "clkdlybuf4s50_1",
        "start_kind": "flop",
        "crit_fanout": 5,
        "crit_arrival_ns": 1.56,
        "end_kind": "output port",
        "path_class": "reg -> out",
        "crit_top_cell": "inv_1",
    },
    "detailed_routing": {
        "vias": 909,
        "wl_per_cell_um": 11.1,
        "drc": 0,
        "first_pass_iters": 4,
        "viasPerCell": 4.08,
        "antenna_cells": 0,
        "routed_wl_mm": 2.47,
        "first_iter_violations": 51,
        "ant_nets": 0,
    },
    "floorplanning": {
        "die_area_mm2": 0.00960,
        "coreArea_mm2": 0.00592,
        "die_y_um": 98,
        "die-width_um": 98,
        "initCoreUtil": 0.213,
        "io-pin-count": 23,
        "num_rows": 28,
    },
    "layout": {
        "drive_gt1_frac": 0.115,
        "syn2layout_area_growth_pct": 27.1,
        "comb_area_um2": 676,
        "nFillCells": 628,
        "flop_area_um2": 520,
    },
    "power": {
        "swShare": 0.351,
        "p_int_uw": 686,
        "clkPwrFrac": 0.193,
        "combPwrFrac": 0.423,
        "p_per_area_mw_per_mm2": 657,
        "switchingPower_uw": 370,
        "pwr-share-seq": 0.384,
        "peakVddDrop_mv": 0.153,
        "p_leak_uw": 0.000625,
    },
    "run_status": {
        "status": "finished, final reports clean",
    },
    "sta": {
        "fin_crit_sh": 0.672,
        "setup_viol": 0,
        "worst_slack_ns": 1.08,
        "skew_ns": 0.00392,
        "final-hold-violation-count": 0,
        "slew_viol_final": 0,
        "fin_crit_ns": 2.22,
        "rsz0062_at_grt": "false",
        "max-slew-margin-rel": 0.613,
        "max_freq_mhz": 451,
        "worst_slew_pin_slew_ns": 0.578,
        "fin_setup_tns_ns": 0,
    },
    "clock_tree": {
        "clock-sinks": 26,
        "clk_path_buf_depth": 2,
        "clkTransAtPathRegs_ns": 0.09,
        "cts-buffers-inserted": 3,
        "cts_max_level": 1,
        "postCtsHoldBufs": 0,
        "clkLatencyLatePin_ns": 0.27,
        "post_cts_buffers": 0,
        "postCtsResizedCells": 0,
        "cts_tree": "yes",
        "cts-root-buf": "clkbuf_8",
    },
    "placed_design": {
        "port_buffers": 22,
        "gp_congestion": 0.737,
        "place_ws_ns": 1.17,
        "hpwl_mm": 1.77,
    },
    "flow_run": {
        "maxCapViolations": 0,
        "openroad.warnings": 28,
    },
    "global_routing": {
        "grt_pass1_vias": 873,
        "grtUsageTotal": 0.0491,
        "globalRoute.busiestLayer": "met2",
        "antenna_found_initial": 0,
        "met3_usage": 0.00996,
        "gr-usage-met2": 0.0731,
        "grt_pass1_wl_mm": 4.16,
        "met1_usage": 0.0713,
        "grt_start_max_net_pins": 21,
        "gr-total-overflow": 0,
    },
    "min_path": {
        "holdCritPathClass": "reg -> reg",
    },
}
[critical path, delay by kind of cell, from the launching register on]
kind / cells / cell delay, ns
buf+inv: 3 / 0.61
flops: 1 / 0.41
fa+ha+maj: 1 / 0.27
[kinds of logic (layout without fill, tap and decap cells)]
logic type | after synthesis | count (layout) | synth area share
and+or+nand+nor | 43 | 43 | 0.179
DFF | 26 | 26 | 0.412
AOI/OAI and AO/OA | 23 | 23 | 0.166
muxes | 16 | 16 | 0.130
buffers and inverters | 13 | 34 | 0.0535
adders and majority gates | 6 | 6 | 0.0594
[final timing paths]
kind                                        startpoint                endpoint  slack (ns)  depth (start not counted)
worst max-delay path             state[0]$_SDFFE_PP0P_                    busy        1.08                          4
worst min-delay path            tx_reg[0]$_SDFFE_PP0P_  tx_reg[0]$_SDFFE_PP0P_        0.48                          2
worst max register to register   state[0]$_SDFFE_PP0P_  rx_reg[5]$_SDFFE_PP0P_        1.28                          5
worst min register to register  tx_reg[0]$_SDFFE_PP0P_  tx_reg[0]$_SDFFE_PP0P_        0.48                          2
[layer usage]
| layer | part of all wire | vias to the layer above | wire length [um] |
|---|---|---|---|
| met5 | 0 | - | 0 |
| met4 | 0.022 | 0 | 55 |
| met3 | 0.036 | 4 | 90 |
| met2 | 0.45 | 11 | 1110 |
| met1 | 0.49 | 406 | 1210 |
| li1 | - | 488 | - |
[layout by cell type, fill, tap and decap left out, types with 2 or more instances in the layout]
master,Yosys,layout
nand4b_1,2,2
nor2b_1,3,3
a211oi_2,7,7
buf_4,0,3
nor3_1,2,2
nand3_1,3,3
dfxtp_1,26,26
ha_1,6,6
mux2i_1,15,15
a31oi_1,3,3
a21oi_1,7,7
clkdlybuf4s50_1,0,22
nand2b_1,7,7
nor3b_1,2,2
inv_1,5,5
clkbuf_8,0,4
nor2_1,18,18
a32oi_1,2,2
[area by class of cell]
| type | instances | share of cell area |
|---|---|---|
| Clock buffer | 4 | 0.0343 |
| Inverter | 5 | 0.0117 |
| Multi-Input combinational cell | 88 | 0.421 |
| Sequential cell | 26 | 0.324 |
| Tap cell | 75 | 0.0584 |
| Timing Repair Buffer | 25 | 0.151 |
[through the flow]
| step | hold slack [ns] | cells | util | instance area (um^2) | power (uW) |
|---|---|---|---|---|---|
| after floorplan | 0.440 | 127 | - | 1260 | 781 |
| final | 0.478 | 223 | 0.271 | 1610 | 1060 |
| after detailed placement | 0.464 | 219 | 0.262 | 1550 | 865 |
| after global routing | 0.517 | 223 | 0.271 | 1610 | 1150 |
| after CTS | 0.479 | 223 | 0.271 | 1610 | 1070 |
| after global placement | 0.463 | 219 | 0.262 | 1550 | 862 |
[power groups by stage]
stage	clock network [uW]	logic [uW]	registers, uW
4_1_cts	212	455	406
5_1_grt	220	511	414
6_report	204	447	405
Power is estimated from default activity; no workload was simulated.
